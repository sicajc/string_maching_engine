==> ./design.v <==
module SME(clk,reset,chardata,isstring,ispattern,valid,match,match_index);
input clk;
input reset;
input [7:0] chardata;
input isstring;
input ispattern;
output match;
output reg[4:0] match_index;
output valid;
integer i;
parameter BYTE = 8 ;
parameter STR_LENGTH = 34 ;
parameter PATTERN_LENGTH = 10 ;
parameter PTR_WIDTH = BYTE;
parameter CNT_WIDTH = BYTE;
localparam [7:0] HAT = 8'h5E ;  
localparam [7:0] DOLLAR = 8'h24 ;  
localparam [7:0] POINT = 8'h2E ;  
localparam [7:0] STAR = 8'h2A ;  
localparam [7:0] SPACE = 8'h20 ;  
localparam RD_DATA      = 3'b001 ;
localparam STR_MATCHING = 3'b010 ;
localparam DONE         = 3'b100 ;
localparam NORMAL_MODE   = 4'b0001 ;
localparam FIRST_OR_SPACE  = 4'b0010 ;
localparam LAST_OR_SPACE = 4'b0100 ;
localparam WAIT_FOR_CHAR = 4'b1000 ;
reg [3:0] l1_curState,l1_nxtState,l2_curState,l2_nxtState;
wire state_RD_DATA      = l1_curState[0];
wire state_STR_MATCHING = l1_curState[1];
wire state_DONE         = l1_curState[2];
wire state_NORMAL_MODE   = l2_curState[0];
wire state_CAP_OR_SPACE  = l2_curState[1];
wire state_LAST_OR_SPACE = l2_curState[2];
wire state_WAIT_FOR_CHAR = l2_curState[3];
reg[PTR_WIDTH-1:0] pattern_char_ptr;
reg[PTR_WIDTH-1:0] str_char_ptr;
reg[PTR_WIDTH-1:0] str_frame_ptr;
reg [PTR_WIDTH-1:0] pattern_star_temp_ptr;
reg [BYTE-1:0] str_B_rf[0:STR_LENGTH-1];
reg [BYTE-1:0] pattern_B_rf[0:PATTERN_LENGTH-1];
reg [CNT_WIDTH-1:0] str_length_cnt;
reg [CNT_WIDTH-1:0] pattern_length_cnt;
wire[BYTE-1:0] current_str_char = str_B_rf[str_char_ptr];
wire[BYTE-1:0] current_pattern_char = pattern_B_rf[pattern_char_ptr];
reg charMatches_f;
reg strMatchingDone_f;
reg matches_cur_state;
reg star_mode_state;
reg star_searched_state;
wire isHat_f           = pattern_B_rf[pattern_char_ptr] == HAT;
wire isStar_f          = pattern_B_rf[pattern_char_ptr] == STAR;
wire isDollar_f        = pattern_B_rf[pattern_char_ptr] == DOLLAR;
wire str_is_space_f    =  str_B_rf[str_char_ptr] == SPACE;
wire isPoint_f         = pattern_B_rf[pattern_char_ptr] == POINT;
wire charFound_f       = charMatches_f && state_WAIT_FOR_CHAR;
wire localpatternSearched_f = (pattern_char_ptr == (pattern_length_cnt-1));
wire firstStrChar_f              = str_char_ptr == 0;
wire lastStrChar_f               = str_char_ptr >= str_length_cnt;
wire str_current_is_empty        = current_str_char == 0;
wire patternMatched_f = (localpatternSearched_f && charMatches_f) || (state_LAST_OR_SPACE && str_current_is_empty);
wire star_all_permuted = str_frame_ptr == str_length_cnt-1;
always @(posedge clk or posedge reset)
begin:L1_FSM
    if(reset)
    begin
        l1_curState <=  RD_DATA;
    end
    else
    begin
        l1_curState <=  l1_nxtState;
    end
end
always @(*)
begin:L1_FSM_NXT
    case(l1_curState)
        RD_DATA:
        begin
            l1_nxtState = (~isstring && ~ispattern ) ? STR_MATCHING : RD_DATA;
        end
        STR_MATCHING:
        begin
            l1_nxtState = patternMatched_f || strMatchingDone_f ? DONE : STR_MATCHING;
        end
        DONE:
        begin
            l1_nxtState = RD_DATA;
        end
        default:
        begin
            l1_nxtState = RD_DATA;
        end
    endcase
end
always @(posedge clk or posedge reset)
begin:L2_FSM
    if(reset)
    begin
        l2_curState <=  NORMAL_MODE;
    end
    else
    begin
        l2_curState <=  l2_nxtState;
    end
end
always @(*)
begin:L2_FSM_NXT
    case(l2_curState)
        NORMAL_MODE:
        begin
            case({isHat_f,isDollar_f,isStar_f})
                3'b100:
                begin
                    l2_nxtState = FIRST_OR_SPACE;
                end
                3'b010:
                begin
                    l2_nxtState = LAST_OR_SPACE;
                end
                3'b001:
                begin
                    l2_nxtState = WAIT_FOR_CHAR;
                end
                default:
                begin
                    l2_nxtState = NORMAL_MODE;
                end
            endcase
        end
        FIRST_OR_SPACE:
        begin
            l2_nxtState = NORMAL_MODE;
        end
        LAST_OR_SPACE:
        begin
            l2_nxtState = NORMAL_MODE;
        end
        WAIT_FOR_CHAR:
        begin
            if(charFound_f)
            begin
                l2_nxtState = NORMAL_MODE;
            end
            else if(str_char_ptr == str_length_cnt)
            begin
                l2_nxtState = NORMAL_MODE;
            end
            else
            begin
                l2_nxtState = WAIT_FOR_CHAR;
            end
        end
        default:
        begin
            l2_nxtState = RD_DATA;
        end
    endcase
end
always @(posedge clk or posedge reset)
begin: PTRS
    if(reset)
    begin
        pattern_char_ptr<=  0;
        str_char_ptr    <=  0;
        str_frame_ptr   <=  0;
    end
    else if(state_DONE)
    begin
        pattern_char_ptr<=  0;
        str_char_ptr    <=  0;
        str_frame_ptr   <=  0;
    end
    else if(state_STR_MATCHING)
    begin
        case(l2_curState)
            NORMAL_MODE:
            begin
                if(isHat_f)
                begin
                    pattern_char_ptr <=  pattern_char_ptr;
                    str_char_ptr     <=  str_char_ptr;
                    str_frame_ptr    <=  str_frame_ptr;
                end
                else if(isDollar_f)
                begin
                    pattern_char_ptr <=  pattern_char_ptr ;
                    str_char_ptr     <=  str_char_ptr ;
                    str_frame_ptr    <=  str_frame_ptr;
                end
                else if (lastStrChar_f && star_mode_state)
                begin
                    pattern_char_ptr <=  0;
                    str_char_ptr     <=  str_frame_ptr + 1;
                    str_frame_ptr    <=  str_frame_ptr + 1;
                end
                else if(localpatternSearched_f)
                begin
                    if(star_mode_state)
                    begin
                        pattern_char_ptr <=  pattern_star_temp_ptr;
                        str_char_ptr     <=  str_frame_ptr + 1;
                        str_frame_ptr    <=  str_frame_ptr + 1;
                    end
                    else if(charMatches_f)
                    begin
                        pattern_char_ptr <=  0;
                        str_char_ptr     <=  str_frame_ptr;
                        str_frame_ptr    <=  str_frame_ptr;
                    end
                    begin
                        pattern_char_ptr <=  0;
                        str_char_ptr     <=  str_frame_ptr + 1;
                        str_frame_ptr    <=  str_frame_ptr + 1;
                    end
                end
                else if(isStar_f)
                begin
                    pattern_char_ptr <=  pattern_char_ptr+1;
                    str_char_ptr     <=  str_char_ptr ;
                    str_frame_ptr    <=  str_frame_ptr;
                end
                else if(!charMatches_f)
                begin
                    if(star_mode_state)
                    begin
                        if(lastStrChar_f)
                        begin
                            pattern_char_ptr <=  pattern_star_temp_ptr;
                            str_char_ptr     <=  str_frame_ptr + 1;
                            str_frame_ptr    <=  str_frame_ptr + 1;
                        end
                        else if(star_searched_state)
                        begin  
                            pattern_char_ptr <=  pattern_star_temp_ptr;
                            str_char_ptr     <=  str_char_ptr + 1;
                            str_frame_ptr    <=  str_frame_ptr;
                        end
                        else
                        begin
                            pattern_char_ptr <=  pattern_char_ptr    ;
                            str_char_ptr     <=  str_char_ptr     + 1;
                            str_frame_ptr    <=  str_frame_ptr;
                        end
                    end
                    else
                    begin
                        pattern_char_ptr <=  0;
                        str_char_ptr     <=  str_frame_ptr + 1;
                        str_frame_ptr    <=  str_frame_ptr + 1;
                    end
                end
                else
                begin
                    if(star_mode_state)
                    begin
                        pattern_char_ptr<=  charMatches_f ? pattern_char_ptr + 1 : 0;
                        str_char_ptr    <=  charMatches_f ? str_char_ptr + 1 : str_char_ptr;
                        str_frame_ptr   <=  str_frame_ptr;
                    end
                    else
                    begin
                        pattern_char_ptr<=  charMatches_f ? pattern_char_ptr + 1 : 0;
                        str_char_ptr    <=  charMatches_f ? str_char_ptr + 1 : str_frame_ptr;
                        str_frame_ptr   <=  str_frame_ptr;
                    end
                end
            end
            FIRST_OR_SPACE:
            begin
                if(firstStrChar_f)
                begin
                    pattern_char_ptr<=  pattern_char_ptr + 1;
                    str_char_ptr    <=  str_char_ptr;
                    str_frame_ptr   <=  str_frame_ptr;
                end
                else if(str_is_space_f)
                begin
                    pattern_char_ptr<=  pattern_char_ptr + 1;
                    str_char_ptr    <=  str_char_ptr + 1;
                    str_frame_ptr   <=  str_frame_ptr + 1;
                end
                else
                begin
                    pattern_char_ptr<=  0;
                    str_char_ptr    <=  str_frame_ptr + 1;
                    str_frame_ptr   <=  str_frame_ptr + 1;
                end
            end
            LAST_OR_SPACE:
            begin
                if(lastStrChar_f)
                begin
                    pattern_char_ptr <=  pattern_char_ptr;
                    str_char_ptr     <=  str_char_ptr;
                    str_frame_ptr    <=  str_frame_ptr;
                end
                else if(star_mode_state)
                begin
                    if(str_is_space_f || str_current_is_empty)
                    begin
                        pattern_char_ptr <=  0;
                        str_char_ptr     <=  str_frame_ptr;
                        str_frame_ptr    <=  str_frame_ptr;
                    end
                    else
                    begin
                        pattern_char_ptr <=  pattern_star_temp_ptr;
                        str_char_ptr     <=  str_char_ptr+ 1;
                        str_frame_ptr    <=  str_frame_ptr ;
                    end
                end
                else
                begin
                    pattern_char_ptr <=  0;
                    str_char_ptr     <=  str_frame_ptr+1;
                    str_frame_ptr    <=  str_frame_ptr+1;
                end
            end
            WAIT_FOR_CHAR:
            begin
                if(str_char_ptr == str_length_cnt)
                begin
                    pattern_char_ptr <=  0;
                    str_char_ptr     <=  str_frame_ptr +1;
                    str_frame_ptr    <=  str_frame_ptr +1;
                end
                else if(charFound_f)
                begin
                    pattern_char_ptr <=  pattern_char_ptr+1;
                    str_char_ptr     <=  str_char_ptr  +1;
                    str_frame_ptr    <=  str_frame_ptr ;
                end
                else
                begin
                    pattern_char_ptr<=  pattern_char_ptr;
                    str_char_ptr    <=  charFound_f ? str_char_ptr : str_char_ptr + 1;
                    str_frame_ptr   <=  str_frame_ptr;
                end
            end
            default:
            begin
                pattern_char_ptr<=  0;
                str_char_ptr    <=  0;
                str_frame_ptr   <=  0;
            end
        endcase
    end
    else
    begin
        pattern_char_ptr     <=  pattern_char_ptr ;
        str_char_ptr        <=  str_char_ptr ;
        str_frame_ptr       <=  str_frame_ptr ;
    end
end
always @(posedge clk or posedge reset)
begin
    if(reset)
    begin
        pattern_star_temp_ptr <= 0;
    end
    else if(state_DONE)
    begin
        pattern_star_temp_ptr <= 0;
    end
    else if(charFound_f)
    begin
        pattern_star_temp_ptr <= pattern_char_ptr-1;
    end
    else
    begin
        pattern_star_temp_ptr <= pattern_star_temp_ptr;
    end
end
always @(posedge clk or posedge reset)
begin
    if(reset)
    begin
        star_mode_state <= 0;
    end
    else if(state_DONE)
    begin
        star_mode_state <= 0;
    end
    else if(patternMatched_f)
    begin
        star_mode_state <= 0;
    end
    else if(isStar_f)
    begin
        star_mode_state <= 1;
    end
    else
    begin
        star_mode_state <= star_mode_state;
    end
end
always @(*)
begin
    if(state_STR_MATCHING)
    begin
        case(l2_curState)
            NORMAL_MODE:
            begin
                charMatches_f =  isPoint_f || str_B_rf[str_char_ptr] == pattern_B_rf[pattern_char_ptr];
            end
            FIRST_OR_SPACE:
            begin
                if(firstStrChar_f)
                begin
                    charMatches_f = isPoint_f || str_B_rf[str_char_ptr] == pattern_B_rf[pattern_char_ptr];
                end
                else if(str_is_space_f)
                begin
                    charMatches_f = 1'b1;
                end
                else
                begin
                    charMatches_f = 1'b0;
                end
            end
            LAST_OR_SPACE:
            begin
                if(lastStrChar_f)
                begin
                    charMatches_f = str_current_is_empty;
                end
                else if(str_is_space_f)
                begin
                    charMatches_f = 1'b1;
                end
                else
                begin
                    charMatches_f = 1'b0;
                end
            end
            WAIT_FOR_CHAR:
            begin
                charMatches_f = str_B_rf[str_char_ptr] == pattern_B_rf[pattern_char_ptr];
            end
            default:
            begin
                charMatches_f = 1'b0;
            end
        endcase
    end
    else
    begin
        charMatches_f = 1'b0;
    end
end
always @(posedge clk)
begin
    if(reset)
    begin
        matches_cur_state <=  1'b0;
    end
    else if(state_DONE)
    begin
        matches_cur_state <=  1'b0;
    end
    else
    begin
        matches_cur_state <=  charMatches_f;
    end
end
always @(posedge clk or posedge reset)
begin
    if(reset)
    begin
        star_searched_state <= 0;
    end
    else if(charFound_f && star_mode_state)
    begin
        star_searched_state <= 1;
    end
    else if(!charMatches_f)
    begin
        star_searched_state <= 0;
    end
    else
    begin
        star_searched_state <= star_searched_state;
    end
end
always @(*)
begin
    if(star_mode_state)
    begin
        strMatchingDone_f = star_all_permuted ? 1'b1 : 1'b0;
    end
    else if(matches_cur_state && pattern_char_ptr == (PATTERN_LENGTH))
    begin
        strMatchingDone_f = 1'b1;
    end
    else if(str_char_ptr == ((STR_LENGTH)-(pattern_length_cnt)))
    begin
        strMatchingDone_f = 1'b1;
    end
    else
    begin
        strMatchingDone_f = 1'b0;
    end
end
always @(posedge clk or posedge reset)
begin: LEN_CNT
    if(reset)
    begin
        pattern_length_cnt <=  0;
        str_length_cnt     <=  0;
    end
    else if(state_DONE)
    begin
        pattern_length_cnt <=  ispattern ? 1 : pattern_length_cnt;
        str_length_cnt     <=  isstring  ? 1 : str_length_cnt;
    end
    else if(isstring)
    begin
        pattern_length_cnt <=  0;
        str_length_cnt     <=  str_length_cnt + 1;
    end
    else if(ispattern)
    begin
        str_length_cnt     <=  str_length_cnt;
        pattern_length_cnt <=  pattern_length_cnt+1;
    end
    else
    begin
        pattern_length_cnt <=  pattern_length_cnt;
        str_length_cnt     <=  str_length_cnt;
    end
end
always @(posedge clk or posedge reset)
begin: STR_RF
    if(reset)
    begin
        for(i=0;i<STR_LENGTH;i=i+1)
        begin
            str_B_rf[i] <=  {BYTE{1'b0}};
        end
    end
    else if(state_DONE)
    begin
        for(i=1;i<STR_LENGTH;i=i+1)
        begin
            str_B_rf[i] <=  isstring ? {BYTE{1'b0}} : str_B_rf[i];
        end
        str_B_rf[0] <=  isstring ? chardata : str_B_rf[0];
    end
    else if(state_RD_DATA && isstring)
    begin
        str_B_rf[(str_length_cnt)] <=  chardata;
    end
    else
    begin
        for(i=0;i<STR_LENGTH;i=i+1)
        begin
            str_B_rf[i] <=  str_B_rf[i];
        end
    end
end
always @(posedge clk or posedge reset)
begin: PATTERN_RF
    if(reset)
    begin
        for(i=0;i<PATTERN_LENGTH;i=i+1)
        begin
            pattern_B_rf[i] <=  {BYTE{1'b0}};
        end
    end
    else if(state_DONE)
    begin
        for(i=1;i<PATTERN_LENGTH;i=i+1)
        begin
            pattern_B_rf[i] <=  {BYTE{1'b0}};
        end
        pattern_B_rf[0] <= ispattern ? chardata : 0;
    end
    else if(state_RD_DATA && ispattern)
    begin
        pattern_B_rf[(pattern_length_cnt)] <=  chardata;
    end
    else
    begin
        for(i=0;i<PATTERN_LENGTH;i=i+1)
        begin
            pattern_B_rf[i] <=  pattern_B_rf[i];
        end
    end
end
assign match = state_DONE && matches_cur_state;
always @(posedge clk or posedge reset)
begin
    if(reset)
    begin
        match_index <= 0;
    end
    else
    begin
        match_index <= patternMatched_f ? str_frame_ptr : match_index;
    end
end
assign valid = state_DONE;
endmodule
==> ./run.sh <==
#!/bin/bash
# OpenROAD 26Q1-2900-gdf79404cd8, Yosys 0.63+post, stock flow scripts
make -C /OpenROAD-flow-scripts/flow DESIGN_CONFIG=/design/flow/config.mk WORK_HOME=/design/flow/orfs finish
==> ./config.mk <==
export PLATFORM = sky130hd
export DESIGN_NAME = SME
export DESIGN_NICKNAME = SME
export VERILOG_FILES = /design/flow/design.v
export SDC_FILE = /design/flow/constraint.sdc
export NUM_CORES = 4
export LEC_CHECK = 1
export CORE_UTILIZATION = 50
==> ./constraint.sdc <==
current_design SME

set clk_period 12.2
set clk_io_pct 0.2

create_clock -name clk0 -period $clk_period [get_ports {clk}]

set non_clock_inputs [all_inputs -no_clocks]
set_input_delay [expr $clk_period * $clk_io_pct] -clock clk0 $non_clock_inputs
set_output_delay [expr $clk_period * $clk_io_pct] -clock clk0 [all_outputs]
==> reports/results.ini <==
[synthesis]
avgSynthCellArea_um2=9.23
edf_count=0
ys_ff=415
netlist_instances=2446
post-synth-top-count-cell=dfrtp_1
top_cell_area_share_pct=45.7
ys_cells=2446
postSynth.asyncResetShare_pct=99.8
synthTopCellsByCount=412 x dfrtp_1, 309 x nand2_1, 292 x o21ai_0
yosys_warnings=3
topCellsByArea=dfrtp_1 46%, o21ai_0 6.5%, mux2i_1 5.1%, nand2_1 5.1%, nor2_1 2.8%
synth_top_cell_by_area=dfrtp_1
ff_type=dfrtp_1
synth_cell_types=97
postSynthSeqShare_pct=46.0
synth_area_mm2=0.0226
ys_area_mm2=0.0226

[critical_path]
worst_path_most_repeated_cell=buf_4
required_ns=12.69
crit_buf_inv=3
crit-reg2reg-capture=pattern_char_ptr[1]
critical_path.max_stage_delay_ns=1.07
rr_startpoint=str_char_ptr[2]
cp_cell_sequence=buf_4 -> nor2b_1 -> buf_4 -> and3_1 -> a2111oi_0 -> buf_4 -> o2111ai_1 -> nor3_1 -> a21o_1 -> nand4_2 -> o32ai_2 -> a21oi_4 -> a21oi_2 -> nand2_1 -> o221ai_1
ff2ff_path_depth=15
worstSetupStartpoint=str_char_ptr[2]
r2r_slack_ns=5.69
path_delay_family=AND-OR/OR-AND gates
crit_path_top_delay_cell=a2111oi_0
startpoint_type=flip-flop
arrival_ns=7.00
cp-end-kind=flip-flop
crit_cells=15
endpoint=pattern_char_ptr[1]
worstSetupPathType=reg2reg
crit_fanout=34

[layout]
drive_gt1_share_pct=10.7
area_delta_synth_final_pct=10.5

[pwr]
cellLeakagePower_nw=11.1
ir_worst_vdd_uv=162
powerDensity_mw_per_mm2=228

[timing]
rsz0062_at_grt=no
fmax_mhz=154
finalCriticalPeriod_ns=6.51
finalCritPeriodShare_pct=53.3
whs_ns=0.471
skew_ns=0.0280
drv_slew=0
setup_viol_count_final=0
hold_viol=0
relSlewSlack_pct=13.6
tns_ns=0
tightest_slew_ns=1.26

[job]
warning_count=38
cap_violations=0

[die]
fp_util_pct=50.8
die_h_um=214
die-area_mm2=0.0460
num_io_pins=19
dieWidth_um=214
rows=77
coreArea_mm2=0.0444

[drt]
first_pass_iters=5
viasPerCell=6.42
routed-via-count=19400
antennaDiodeCount=0
drtIter0Drc=1709
wl_per_cell_um=27.0
routed_wl_um=81700
route.detailed.drc=0
postRouteAntennaNets=0

[cts]
clock-sinks=415
ctsResizeCount=0
cts_made_buffers=46
clk_latency_ns=0.60
cts_hold_buffers=0
cts_tree=yes
h-tree-depth=2
post-cts-setup-buffer-count=0
clkTransAtPathRegs_ns=0.06
cts_root_buffer=clkbuf_16
clk_path_buf_depth=3

[place]
gp_congestion=1.02
portBuffers=18
dp_hpwl_um=55900

[global_routing]
grt_use_total_pct=37.5
antenna_found_initial=0
grt_pass1_wl_um=123000
grt_pass1_vias=18500
grt-ovfl-total=0
grt_max_degree=99

[hold_path]
min_path_type=reg2reg
holdPathStages=2

[run_status]
status=finished clean

==> worst min path at each step <==
stage	start	end	slack, ns
after global routing	str_B_rf[28][2]	str_B_rf[28][2]	0.49
after CTS	str_B_rf[30][2]	str_B_rf[30][2]	0.47
final	str_B_rf[30][2]	str_B_rf[30][2]	0.47
==> kinds of logic after synthesis <==
group / Yosys count / share of synthesized area [%]
buffers and inverters: 251 / 4.57
muxes: 162 / 7.44
adders and majority gates: 26 / 1.44
AOI/OAI and AO/OA: 666 / 19.6
xor gates and xnor gates: 60 / 2.33
and+or+nand+nor: 866 / 18.6
DFF: 415 / 46.0
==> power breakdown <==
group | internal (mW) | switching [mW]
Sequential | 1.81 | 0.401
Clock | 0.858 | 0.585
Combinational | 0.735 | 1.29
Total | 3.40 | 2.28
==> final cells by class <==
class | instances | area [um^2]
sequential | 415 | 10400
timing repair buffer | 114 | 913
fill | 3851 | 19500
clock inverter | 16 | 243
clock buffer | 65 | 1320
multi-input combinational | 1780 | 11200
tap | 592 | 741
inverter | 42 | 161
==> cell usage in the layout, fill, tap and decap left out, drive strengths merged, types with 15 or more instances in the layout <==
master,count
nor2b,18
and2,16
mux2,46
buf,96
a32oi,17
a31oi,17
xor2,27
o21ai,297
nand2,309
nor3,45
nand4,24
ha,26
inv,41
xnor2,33
clkbuf,65
a211oi,20
a2111oi,23
o22ai,15
mux2i,116
nand3,122
a21oi,72
nor2,171
clkdlybuf4s50,18
a22oi,52
dfrtp,412
and3,59
nand3b,17
==> state kept, by name, indices dropped and copies added, names as in the netlist <==
signal and cells:
str_B_rf 272, pattern_B_rf 80, pattern_char_ptr 8, pattern_length_cnt 8, pattern_star_temp_ptr 8, str_char_ptr 8, str_frame_ptr 8, str_length_cnt 8
match_index 5, l2_curState 4, l1_curState 3, matches_cur_state 1, star_mode_state 1, star_searched_state 1
==> tightest hold or removal path: stages (launching register included) <==
cell,delay (ns)
dfrtp_1,0.33
nand2_1,0.05
o21ai_0,0.06
==> per-layer routing <==
| layer | up-vias | share of wire, % | track usage, % |
|---|---|---|---|
| li1 | 8757 | - | - |
| met1 | 9678 | 41 | 54.5 |
| met2 | 818 | 47 | 57.9 |
| met3 | 171 | 7.1 | 6.90 |
| met4 | 0 | 5.0 | 14.9 |
| met5 | - | 0 | 0 |
==> through the flow <==
stage	utilization (%)	worst slack [ns]	total power, mW	cell area (um^2)	cells
detailed placement	52.6	5.86	4.21	23400	2943
floorplan	-	4.18	3.51	22600	2446
CTS	56.1	5.82	5.67	24900	3024
global route	56.1	5.38	5.98	24900	3024
global placement	52.6	5.93	4.19	23400	2943
finish	56.1	5.69	5.68	24900	3024
No activity file was given, so power comes from the tool's default toggle rates.
